===== flow/config.mk =====
export PLATFORM = sky130hd
export DESIGN_NAME = top_hamming
export DESIGN_NICKNAME = top_hamming
export VERILOG_FILES = /design/flow/design.v
export SDC_FILE = /design/flow/constraint.sdc
export NUM_CORES = 4
export LEC_CHECK = 1
export CORE_AREA = 10 10 70 70
export DIE_AREA = 0 0 80 80

===== flow/constraint.sdc =====
current_design top_hamming

set clk_period 2.5
set clk_io_pct 0.2

create_clock -name clk0 -period $clk_period

set non_clock_inputs [all_inputs -no_clocks]
set_input_delay [expr $clk_period * $clk_io_pct] -clock clk0 $non_clock_inputs
set_output_delay [expr $clk_period * $clk_io_pct] -clock clk0 [all_outputs]

===== flow/design.v =====
module hamming_emisor (
    input wire [3:0] d_in,
    output wire [6:0] m_out
);
    assign m_out[6] = d_in[3];
    assign m_out[5] = d_in[2];
    assign m_out[4] = d_in[1];
    assign m_out[2] = d_in[0];
    assign m_out[3] = d_in[3] ^ d_in[2] ^ d_in[1];  
    assign m_out[1] = d_in[3] ^ d_in[2] ^ d_in[0];  
    assign m_out[0] = d_in[3] ^ d_in[1] ^ d_in[0];  
endmodule
module hamming_receptor (
    input wire [6:0] m_in,
    output wire [3:0] d_out
);
    wire [2:0] c;
    assign c[2] = m_in[3] ^ m_in[6] ^ m_in[5] ^ m_in[4];
    assign c[1] = m_in[1] ^ m_in[6] ^ m_in[5] ^ m_in[2];
    assign c[0] = m_in[0] ^ m_in[6] ^ m_in[4] ^ m_in[2];
    assign d_out[3] = (c == 3'b111) ? ~m_in[6] : m_in[6];
    assign d_out[2] = (c == 3'b110) ? ~m_in[5] : m_in[5];
    assign d_out[1] = (c == 3'b101) ? ~m_in[4] : m_in[4];
    assign d_out[0] = (c == 3'b011) ? ~m_in[2] : m_in[2];
endmodule
module xor_7b (
    input wire [6:0] d0,
    input wire [6:0] d1,
    output wire [6:0] o0
);
    assign o0 = d0 ^ d1;
endmodule
module top_hamming(
    input wire [3:0] d_in,
    input wire [6:0] error,
    output wire [3:0] d_out
);
    wire [6:0] emisor_2_xor, xor_2_receptor;
    hamming_emisor hamming_emisor_0 (
        .d_in(d_in),
        .m_out(emisor_2_xor)
    );
    xor_7b xor_7b_0 (
        .d0(error),
        .d1(emisor_2_xor),
        .o0(xor_2_receptor)
    );
    hamming_receptor hamming_receptor_0 (
        .m_in(xor_2_receptor),
        .d_out(d_out)
    );
endmodule

===== flow/run.sh =====
#!/bin/bash
# OpenROAD 26Q1-2900-gdf79404cd8, Yosys 0.63+post, stock flow scripts
make -C /OpenROAD-flow-scripts/flow DESIGN_CONFIG=/design/flow/config.mk WORK_HOME=/design/flow/orfs finish

==> impl_metrics.yaml <==
# implementation run metrics
hold_path:
  hold-path-endpoint: "d_out[3]"
  min-delay-path-class: "input pin to output pin"
  min-delay-start: "error[6]"
  hold_depth: 5
die:
  dieWidth_um: 80
  fp_util_pct: 11.14
  core.rowCount: 21
  die_h_um: 80
  io_pins: 15
  core_area_um2: 3416
  die-area_um2: 6400
global_route:
  grt_max_degree: 7
  grt_usage_pct: 3.244
  grt_overflow: 0
  grt_pass1_vias: 390
  antenna_found_initial: 0
  grt_pass1_wl_mm: 1.745
route:
  wl_per_cell_um: 9.451
  ant_nets: 0
  n_antenna_cell: 0
  dr.first_iter.drc_count: 22
  num_vias: 387
  avgViaCountPerCell: 3.425
  drc: 0
  dr.pass1.iters: 4
  wl_mm: 1.068
critical_path:
  crit_type: "input pin to output pin"
  worst_setup_path_start_kind: "input pin"
  worstPathArrival_ps: 1940
  cp-end-kind: "output pin"
  cp_top_family: "buffers and inverters"
  critPathBufInv: 4
  worstPathMaxFanout: 4
  crit_required_ps: 2000
  crit_slowest_cell: "or3b_1"
  path_cells: "buf_4, buf_6, buf_4, xor2_2, and3_4, o22ai_1, or3b_1, clkdlybuf4s15_1"
  critPathMostFrequentCell: "buf_4"
  slowest_delay_ps: 360
pwr:
  combPwrFrac_pct: 100.0
  p_int_uw: 90.50
  clkPwrFrac_pct: 0
  swShare_pct: 37.48
  ir_drop_mv: 0.03805
  seq_power_share_pct: 0
  p_per_area_nw_per_um2: 208.4
  p_switching_uw: 54.24
  p_leak_uw: 0.0002924
logic_synthesis:
  postSynthSeqShare_pct: 0
  syn_avg_cell_area_um2: 8.645
  ys_cells: 44
  synthCells: 44
  synth.distinct_cells: 21
  yosysWarnings: 0
  netlist_area_um2: 380.4
  yosys_area_um2: 380.4
flow_run:
  tool_warnings: 33
  cap_violations: 0
final_timing:
  holdWs_ps: 1583
  min_period_ps: 2442
  maxSlewHeadroom_pct: 85.33
  fmax_mhz: 409.5
  finalMaxSlewViolations: 0
  layout_setup_ws_ps: 57.81
  fin_crit_sh_pct: 97.69
  finalHoldViolCount: 0
  setup_viol: 0
  rsz0062_at_grt: "false"
  max_slew.worst_pin.slew_ps: 217.1
layout:
  final_cell_mix: "buf_4, xnor2_1, nor4b_1, clkdlybuf4s50_1, buf_6"
  seq_cells: 0
  layout_top_cell: "buf_4"
  clock_buffers: 0
  drive_above_1_share_pct: 46.27
  syn_to_final_growth_pct: 82.57
  regArea_um2: 0
  nFillCells: 380
place:
  portBuffers: 15
  place.gp.congestion: 0.8166
  dpl_worst_slack_ps: -560.2
  dpl.hpwl_um: 867.2
clock_tree:
  cts_hold_buffers: 0
outcome:
  status: "complete, no violations"
[cell usage after synthesis (2+ instances only)]
master,n,share of area (%)
nor4b_1,4,9.2
nand3_1,2,2.6
nor2_1,2,2.0
o22ai_1,2,3.3
and2_0,2,3.3
or3b_1,2,4.6
xor2_1,5,12
buf_6,2,5.9
xnor2_1,7,16
nor3_1,2,2.6
nand4b_1,2,4.6
xnor3_1,3,18
[final cells by class]
class / instances / area [µm²] / area share [%]
repair buffers: 27 / 232.7 / 33.51
multi-input cells: 40 / 404.1 / 58.20
well taps: 46 / 57.56 / 8.288
[logic make-up after synthesis]
group / after synthesis / synth area share, %
simple gates: 21 / 36.85
compound gates: 4 / 6.907
xor+xnor: 15 / 45.39
buf+inv: 4 / 10.85
[through the flow]
step | setup TNS, ps | instance area [µm²] | total power [µW] | instances | util [%]
after floorplan | 0 | 380.4 | 72.34 | 44 | -
after global placement | -2128 | 614.3 | 132.9 | 110 | 17.99
after detailed placement | -2192 | 614.3 | 133.6 | 110 | 17.99
after CTS | -3.954 | 680.7 | 142.3 | 113 | 19.93
after global routing | 0 | 694.4 | 159.4 | 113 | 20.33
final | 0 | 694.4 | 144.7 | 113 | 20.33
[power by group through the flow]
| stage | Sequential, µW | Clock (µW) | Combinational, µW |
|---|---|---|---|
| after global routing | 0 | 0 | 159 |
| after CTS | 0 | 0 | 142 |
| final | 0 | 0 | 145 |
[routing by layer]
| metal | GRT usage (%) | vias to the layer above | wire length (µm) | share of wire (%) |
|---|---|---|---|---|
| met2 | 5.217 | 9 | 455 | 43 |
| met1 | 4.061 | 173 | 463 | 43 |
| met4 | 0 | 0 | 0 | 0 |
| li1 | - | 205 | - | - |
| met3 | 1.591 | 0 | 149 | 14 |
| met5 | 0 | - | 0 | 0 |
[worst max path at each step]
stage,startpoint,end,slack [ps],depth (start not counted)
6_report,error[5],d_out[0],60,8
5_1_grt,error[5],d_out[1],8,8
4_1_cts,error[5],d_out[0],-4,8
[timing repair]
action                     CTS  global route
gates cloned                 0             0
setup endpoints to repair    4             2
pin swaps                   10             1
buffers inserted             3             0
gates resized               52             3
Power is estimated from default activity; no workload was simulated.
