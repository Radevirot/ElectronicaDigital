File: flow/run.sh
#!/bin/bash
# OpenROAD 26Q1-2900-gdf79404cd8, Yosys 0.63+post, stock flow scripts
make -C /OpenROAD-flow-scripts/flow DESIGN_CONFIG=/design/flow/config.mk WORK_HOME=/design/flow/orfs finish
File: flow/constraint.sdc
current_design contador_ud_p

set clk_period 2.6
set clk_io_pct 0.2

create_clock -name clk0 -period $clk_period [get_ports {clk}]

set non_clock_inputs [all_inputs -no_clocks]
set_input_delay [expr $clk_period * $clk_io_pct] -clock clk0 $non_clock_inputs
set_output_delay [expr $clk_period * $clk_io_pct] -clock clk0 [all_outputs]
File: flow/config.mk
export PLATFORM = sky130hd
export DESIGN_NAME = contador_ud_p
export DESIGN_NICKNAME = contador_ud_p
export VERILOG_FILES = /design/flow/design.v
export SDC_FILE = /design/flow/constraint.sdc
export NUM_CORES = 4
export LEC_CHECK = 1
export CORE_AREA = 10 10 70 70
export DIE_AREA = 0 0 80 80
File: flow/design.v
module contador_ud_p 
    #(
        parameter W = 4
    )
(
    input wire clk,
    input wire reset,
    input wire up,
    input wire down,
    output wire [W-1:0] count
);
reg [W-1:0] count_reg = 0;
always @(posedge clk)
begin
    if (reset)
        count_reg <= 0;
    if (up)
        count_reg <= count_reg + 1;
    if (down)
        count_reg <= count_reg - 1;
end
assign count = count_reg;
endmodule
==> impl_metrics.yaml <==
# implementation run metrics
run_status:
  status: "completed"
clock_tree:
  postCtsSetupBuffers: 0
  post_cts_resized: 0
  cts.root.buffer_cell: "sky130_fd_sc_hd__clkbuf_4"
  cts_tree: "built"
  largest_buffer_count_on_any_clock_path: 2
  late_pin_clk_latency_ns: 0.24
  total_number_of_h_tree_levels: 1
  hold_buffers: 0
  clkTransAtPathRegs_ns: 0.04
  tritoncts.num_buffers: 3
  clock_sinks: 4
placed_design:
  dp_hpwl_um: 516.1
  port_buffers: 7
  gpl.final_weighted_congestion: 0.7187
  placed_cells_incl_taps: 83
worst_hold_path:
  hp-start: "count_reg[1]$_DFFE_PP_"
  kind_of_path_behind_the_tightest_hold_check: "reg -> reg"
final_layout:
  multi_input_comb_area_sq_um: 155.1
  sequential_cell_area_sq_um: 120.1
  syn_to_final_growth_pct: 46.64
  layout-drive-gt1-share_pct: 10.00
  instances_no_fill: 86
  largest_register_ffs: 4
  final.fill_count: 393
floorplan:
  fp_util_pct: 8.718
  die_width_um: 80
  die_area_sq_um: 6400
  ioPinCount: 8
  rows: 21
  die-height_um: 80
  core_sq_um: 3416
route:
  antenna_violating_nets_post_route: 0
  vias_per_std_cell: 2.907
  drt_drc_violations_left: 0
  route.detailed.wl_per_inst_um: 7.733
  route.vias.total: 250
  antenna-diode-count: 0
  first_pass_iters: 4
  routed_wirelength_um: 665
  drt_first_iter_violations: 17
timing:
  report.final.slew_viol_count: 0
  number_of_failing_setup_endpoints_in_the_final_timing_report: 0
  setup_tns_ns: 0
  worst_pin_slew_ns: 0.3184
  min_tclk_post_route_ns: 1.790
  max_slew_headroom_pct: 78.71
  hold_viol_final: 0
  worst_clock_skew_ns: 0.006916
  unrepaired_setup_endpoints_after_global_routing: "false"
  fmax_mhz: 558.7
  timing.final.crit_share_pct: 68.84
run:
  max-cap-violations: 0
  warnings: 26
logic_synthesis:
  ys_seq_share_pct: 40.34
  synth.cells.most_frequent: "4 x sky130_fd_sc_hd__edfxtp_1, 3 x sky130_fd_sc_hd__a21oi_1, 3 x sky130_fd_sc_hd__inv_1, 3 x sky130_fd_sc_hd__nand2_1"
  synth_dominant_cell_count: "sky130_fd_sc_hd__edfxtp_1"
  enable_flop_cells: 4
  ys_async_sr_fraction_pct: 0
  synthesized_area_divided_by_synthesized_cell_count_sq_um: 9.606
  yosysTopAreaCellShare_pct: 40.34
  ys.flop_type: "sky130_fd_sc_hd__edfxtp_1"
  synthCells: 31
  yosys_warnings: 1
  syn_area_sq_um: 297.8
  yosys-stat-area_sq_um: 297.8
  synth.yosys.num_cells: 31
  top_area_cell: "sky130_fd_sc_hd__edfxtp_1"
  ys_top_cells_by_area: "sky130_fd_sc_hd__edfxtp_1 40%, sky130_fd_sc_hd__ha_1 8.4%, sky130_fd_sc_hd__a21oi_1 5.0%"
  ys_seq_elements: 4
  synth.lib_cells_used.distinct: 18
grt:
  grt_first_pass_wirelength_um: 1048
  grt_pass1_vias: 226
  grt_usage_pct: 2.024
  grt_remaining_overflow: 0
  number_of_antenna_violations_at_the_first_check_in_global_routing: 0
  grt_start_max_net_pins: 12
worst_setup_path:
  cpMaxStageDelayCell: "sky130_fd_sc_hd__clkdlybuf4s50_1"
  worst_path_largest_cell_delay_ns: 0.65
  worst_setup_path_startpoint: "down"
  worstSetupEndpointType: "flop"
  startpoint_type: "input pin"
  cp.buffers_inverters: 1
  cp_data_required_time_ns: 2.71
  critical_path_maximum_fanout: 11
  critical_path_data_arrival_time_ns: 1.90
  worst_r2r_startpoint: "count_reg[0]$_DFFE_PP_"
  cp_top_family: "buffers and inverters"
  critical_path_cell_by_cell: "clkdlybuf4s50_1, or4b_1, a21oi_1, a221o_1"
  critical_path_class: "in -> reg"
power:
  power_per_cell_area_nw_per_um2: 781.5
  leakage_nw: 0.1550
  power.ir.vdd_worst_uv: 159.2
-- cell usage in the layout, fill, tap and decap left out --
master	n
sky130_fd_sc_hd__clkdlybuf4s50_1	7
sky130_fd_sc_hd__edfxtp_1	4
sky130_fd_sc_hd__inv_1	3
sky130_fd_sc_hd__a21oi_1	3
sky130_fd_sc_hd__nand2_1	3
sky130_fd_sc_hd__clkbuf_4	3
sky130_fd_sc_hd__nor2b_1	2
sky130_fd_sc_hd__nor2_1	2
sky130_fd_sc_hd__o21ai_0	2
sky130_fd_sc_hd__ha_1	2
sky130_fd_sc_hd__a221oi_1	1
sky130_fd_sc_hd__mux2i_1	1
sky130_fd_sc_hd__or3_1	1
sky130_fd_sc_hd__and2_2	1
sky130_fd_sc_hd__or3b_1	1
sky130_fd_sc_hd__o21ai_1	1
sky130_fd_sc_hd__or4b_1	1
sky130_fd_sc_hd__nand3b_1	1
sky130_fd_sc_hd__a221o_1	1
-- layer usage --
| metal | track usage (%) | up-vias | part of all wire [%] |
|---|---|---|---|
| met2 | 2.568 | 12 | 35 |
| met5 | 0 | - | 0 |
| met4 | 0.8803 | 0 | 3.9 |
| met1 | 2.626 | 105 | 48 |
| met3 | 1.250 | 2 | 13 |
| li1 | - | 131 | - |
-- path summary, 6_finish.rpt --
| path | endpoint | slack [ns] | depth (start not counted) |
|---|---|---|---|
| worst max register to register | count_reg[3]$_DFFE_PP_ | 1.20 | 3 |
| worst min-delay path | count_reg[3]$_DFFE_PP_ | 0.69 | 1 |
| worst min register to register | count_reg[3]$_DFFE_PP_ | 0.69 | 1 |
| worst max-delay path | count_reg[3]$_DFFE_PP_ | 0.81 | 4 |
-- final cells by class --
type | instances | share of cell area (%)
tap | 46 | 13.18
multi-input combinational | 23 | 35.53
inverter | 3 | 2.579
clock buffer | 3 | 5.158
sequential | 4 | 27.51
timing repair buffer | 7 | 16.05
-- power by group --
part | total (mW) | leakage [nW] | internal, mW | switching, mW
registers | 0.143 | 0.0432 | 0.107 | 0.0365
logic | 0.122 | 0.0980 | 0.0817 | 0.0406
clock network | 0.0758 | 0.0138 | 0.0515 | 0.0243
-- per-stage QoR --
| step | util (%) | hold WS [ns] | power, mW | worst slack (ns) | area [sq um] |
|---|---|---|---|---|---|
| final | 12.78 | 0.6919 | 0.3412 | 0.8102 | 436.7 |
| after global routing | 12.78 | 0.7027 | 0.3788 | 0.7369 | 436.7 |
| after CTS | 12.78 | 0.6907 | 0.3476 | 0.8104 | 436.7 |
| after detailed placement | 12.12 | 0.6822 | 0.2680 | 0.5579 | 414.1 |
| after global placement | 12.12 | 0.6669 | 0.2660 | 0.5927 | 414.1 |
| after floorplan | - | 0.6062 | 0.1966 | 1.237 | 297.8 |
-- kinds of logic (layout without fill, tap and decap cells) --
family / Yosys count / in the layout / synth area share [%]
buffers and inverters: 4 / 13 / 7.562
muxes: 1 / 1 / 3.361
DFF: 4 / 4 / 40.34
and+or+nand+nor: 12 / 12 / 23.95
adders and majority gates: 2 / 2 / 8.402
AOI/OAI and AO/OA: 8 / 8 / 16.38
-- worst reg2reg max path: stages, from the launching register on --
cell	delay, ns
sky130_fd_sc_hd__edfxtp_1	0.48
sky130_fd_sc_hd__or4b_1	0.53
sky130_fd_sc_hd__a21oi_1	0.14
sky130_fd_sc_hd__a221o_1	0.12
Power figures rest on the tool's default switching activity, not on a simulated workload.
