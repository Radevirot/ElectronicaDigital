`./run.sh`:
```
#!/bin/bash
# OpenROAD 26Q1-2900-gdf79404cd8, Yosys 0.63+post, stock flow scripts
make -C /OpenROAD-flow-scripts/flow DESIGN_CONFIG=/design/flow/config.mk WORK_HOME=/design/flow/orfs finish
```
`./config.mk`:
```
export PLATFORM = sky130hd
export DESIGN_NAME = top_alu
export DESIGN_NICKNAME = top_alu
export VERILOG_FILES = /design/flow/design.v
export SDC_FILE = /design/flow/constraint.sdc
export NUM_CORES = 4
export LEC_CHECK = 1
export CORE_AREA = 10 10 70 70
export DIE_AREA = 0 0 80 80
```
`./constraint.sdc`:
```
current_design top_alu

set clk_period 1.2
set clk_io_pct 0.2

create_clock -name clk0 -period $clk_period

set non_clock_inputs [all_inputs -no_clocks]
set_input_delay [expr $clk_period * $clk_io_pct] -clock clk0 $non_clock_inputs
set_output_delay [expr $clk_period * $clk_io_pct] -clock clk0 [all_outputs]
```
`./design.v`:
```
module sumador_completo_1_bit (
    input wire x,
    input wire y,
    input wire c_in,
    output wire s,
    output wire c_out
);
wire xor_xy;
assign xor_xy = x ^ y;
assign s = xor_xy ^ c_in;
assign c_out = (x & y) | (c_in & xor_xy);
endmodule
module restador_completo_1_bit (
    input wire x,
    input wire y,
    input wire b_in,
    output wire d,
    output wire b_out
);
    wire xor_xy;
    assign xor_xy = x ^ y;
    assign d = xor_xy ^ b_in;
    assign b_out = (~x & y) | (b_in & xor_xy);
endmodule
module mux_8_1 (
    input wire d0,
    input wire d1,
    input wire d2,
    input wire d3,
    input wire d4,
    input wire d5,
    input wire d6,
    input wire d7,
    input wire [2:0] sel,
    output reg o0   
);
    always @(d0 or d1 or d2 or d3 or d4 or d5 or d6 or d7 or sel)
    begin
        case (sel)
            3'b000 : o0 = d0;
            3'b001 : o0 = d1;
            3'b010 : o0 = d2;
            3'b011 : o0 = d3;
            3'b100 : o0 = d4;
            3'b101 : o0 = d5;
            3'b110 : o0 = d6;
            3'b111 : o0 = d7;
            default: o0 = d0;
        endcase
    end
endmodule
module top_alu (
    input wire a,
    input wire b,
    input wire c_in,
    input wire [2:0] op_code,
    output wire o,
    output wire p,
    output wire z,
    output wire c_out
);
wire suma_s, suma_c_out, resta_d, resta_b_out;
wire and_ab, or_ab, not_a;
wire tmp_o, tmp_c_out;
assign and_ab = a & b;
assign or_ab = a | b;
assign not_a = ~a;
sumador_completo_1_bit sumador_completo_1_bit_0 (
    .x(a),
    .y(b),
    .c_in(c_in),
    .s(suma_s),
    .c_out(suma_c_out)
);
restador_completo_1_bit restador_completo_1_bit_0 (
    .x(a),
    .y(b),
    .b_in(c_in),
    .d(resta_d),
    .b_out(resta_b_out)
);
mux_8_1 mux_8_1_o (
    .d0(1'b0),
    .d1(suma_s),
    .d2(resta_d),
    .d3(1'b0),
    .d4(or_ab),
    .d5(and_ab),
    .d6(not_a),
    .d7(1'b0),
    .sel(op_code),
    .o0(tmp_o)
);
mux_8_1 mux_8_1_c (
    .d0(1'b0),
    .d1(suma_c_out),
    .d2(resta_b_out),
    .d3(1'b0),
    .d4(1'b0),
    .d5(1'b0),
    .d6(1'b0),
    .d7(1'b0),
    .sel(op_code),
    .o0(tmp_c_out)
);
assign o = tmp_o;
assign c_out = tmp_c_out;
assign p = tmp_o ^ 1'b0;
assign z = ~(tmp_o);
endmodule
```
==> flow_metrics.env <==
# yosys + openroad results
export IMPL_status="complete, but fails checks"
export IMPL_violations="negative setup slack"
export IMPL_syn_inst=18
export IMPL_ys_sh_adder=0.328
export IMPL_cp_common_cell="ha_4"
export IMPL_dieArea_um2=6400
export IMPL_track_usage=0.0162
export IMPL_drt_initial_drc_count=0
export IMPL_worst_pin_slew_ns=0.181
export IMPL_end_kind="primary output"
export IMPL_avgSynthCellArea_um2=8.48
export IMPL_wl_um=514
export IMPL_dieWidth_um=80
export IMPL_critPathMaxStageDelay_ns=0.27
export IMPL_crit_fanout=2
export IMPL_first_pass_iters=1
export IMPL_yosys_area_share_simple=0.148
export IMPL_ys_cells=18
export IMPL_ff_count=0
export IMPL_startpoint_type="primary input"
export IMPL_rsz0062_at_grt="true"
export IMPL_crit_family="adder cells"
export IMPL_area_growth_pct=157
export IMPL_powerDensity_nw_per_um2=314
export IMPL_wire_per_inst_um=6.51
export IMPL_fmax_mhz=607
export IMPL_rows=21
export IMPL_dp_hpwl_um=462
export IMPL_ant_nets=0
export IMPL_viasPerCell=2.34
export IMPL_aoi_share=0.221
export IMPL_grt_antenna_before_repair=0
export IMPL_power_uw=124
export IMPL_wl_met1_um=248
export IMPL_fp_dieH_um=80
export IMPL_warning_count=37
export IMPL_peakVddDrop_uv=59.9
export IMPL_drv_cap=0
export IMPL_yosys_stat_area_um2=153
export IMPL_vias=185
export IMPL_leakage_nw=0.176
export IMPL_cpMaxStageDelayCell="ha_4"
export IMPL_fillers=396
export IMPL_clockBufferCount=0
export IMPL_utilization=0.115
export IMPL_hold_buffers=0
export IMPL_final_hold_violation_count=0
export IMPL_post_route_min_period_ns=1.65
export IMPL_netlist_area_um2=153
export IMPL_crit_arrival_ns=1.41
export IMPL_slew_headroom=0.878
export IMPL_core_um2=3420
export IMPL_synthTopCellsByCount="ha_1, inv_1, mux2i_1, o21ai_0"
export IMPL_antennaDiodeCount=0
export IMPL_port_buffers=10
export IMPL_hp_class="in -> out"
export IMPL_logic_family="adder cells"
export IMPL_synth_top_cell_by_count="ha_1"
export IMPL_dp_slack_ns=-1.40
export IMPL_fin_crit_sh=1.37
export IMPL_grt_pass1_wl_um=876
export IMPL_dp_cells=77
export IMPL_grt_pass1_vias=204
export IMPL_setup_ws_ns=-0.448
export IMPL_yosysWarnings=1
export IMPL_met2WireLength_um=148
export IMPL_drc=0
export IMPL_worstPathRequired_ns=0.96
export IMPL_setup_viol=4
export IMPL_cp_cell_sequence="buf_8 -> clkinv_4 -> ha_4 -> ha_4 -> and3b_2 -> o31a_1 -> buf_2"
export IMPL_drive_above_1_share=0.606
export IMPL_pin_count=10
export IMPL_crit_buf_inv=3
export IMPL_mux_share=0.205
export IMPL_grt_ovfl_total=0
export IMPL_area_leaders="ha_1, mux2i_1, mux2_2"
export IMPL_synth_cell_types=12
export IMPL_place_congestion=0.755
export IMPL_top_cell_area_share=0.328
export IMPL_report_final_slew_viol_count=0
export IMPL_worstSetupPathType="in -> out"
export IMPL_seq_area_um2=0
export IMPL_wl_met3_um=117
export IMPL_synth_area_leader_cell="ha_1"
export IMPL_xor_area_frac=0
export IMPL_postSynthSeqShare=0
export IMPL_initCoreUtil=0.0447
export IMPL_routed_top_layer="met3"
export IMPL_grt_max_degree=6
export IMPL_timing_hold_ws_ns=0.795
export IMPL_finalNonFillerCells=79
## layout by cell type, fill, tap and decap left out
cell             Yosys  final
inv_12               0      1
and3b_2              1      1
nor2_1               1      1
buf_8                0      1
dlymetal6s2s_1       0      1
o31ai_1              1      1
buf_4                1      6
clkinv_4             0      1
buf_12               0      1
clkdlybuf4s50_1      0      1
and2_4               1      1
mux2_4               0      1
o31a_1               1      1
buf_2                0      4
ha_1                 4      2
o21bai_1             1      1
dlygate4sd2_1        0      2
ha_4                 0      2
o21ai_1              0      1
mux2i_1              2      2
o21ai_2              0      1
## cell type report
cell class | instances | area (um2) | share of cell area
inverter | 2 | 25.0 | 0.0637
multi-input combinational | 15 | 170 | 0.433
tap | 46 | 57.6 | 0.146
timing repair buffer | 16 | 140 | 0.357
## what timing repair did
action	in CTS	in global routing
gates resized	25	7
pin swaps	5	3
setup buffers	4	1
endpoints found under the setup margin	4	4
## kinds of logic after synthesis
logic type / Yosys count
AOI/OAI and AO/OA: 5
adders and majority gates: 4
buffers and inverters: 3
muxes: 3
and+or+nand+nor: 3
## through the flow
| step | setup TNS [ns] | area, um2 |
|---|---|---|
| 4_1_cts | -1.92 | 384 |
| 2_1_floorplan | -0.708 | 199 |
| 5_1_grt | -1.88 | 393 |
| 6_report | -1.64 | 393 |
| 3_3_place_gp | -5.22 | 392 |
| 3_5_place_dp | -5.41 | 392 |
## power breakdown
group / internal [mW] / leakage (nW) / switching, mW
Sequential: 0 / 0 / 0
Clock: 0 / 0 / 0
Combinational: 0.0789 / 0.176 / 0.0446
Total: 0.0789 / 0.176 / 0.0446
## routing by layer
metal  global-route usage  vias up
li1                     -       95
met5                    0        -
met2               0.0225       10
met3               0.0114        0
met1               0.0211       80
met4                    0        0
## worst paths after layout
kind / to / slack (ns) / start / cells past startpoint
hold / removal: c_out / 0.79 / op_code[2] / 3
setup / recovery: p / -0.45 / a / 7
Power and IR drop assume default switching activity.
